[/design/flow/config.mk]
export PLATFORM = sky130hd
export DESIGN_NAME = VerySimpleCPU
export DESIGN_NICKNAME = VerySimpleCPU
export VERILOG_FILES = /design/flow/design.v
export SDC_FILE = /design/flow/constraint.sdc
export NUM_CORES = 4
export LEC_CHECK = 1
export CORE_UTILIZATION = 30
[/design/flow/design.v]
`timescale 1ns / 1ps
module VerySimpleCPU (
  input clk, rst, interrupt,
  input [31:0] data_fromRAM,
  output reg wrEn,
  output reg [31:0] data_toRAM,
  output reg [13:0] addr_toRAM
);
  reg [2:0] st, stN;
  reg [13:0] PC, PCN;
  reg [31:0] IW, IWN, A, AN;
  reg intr, intrN, isr, isrN;
  always @(posedge clk) begin
    if (rst) begin
      st <= 3'b000;
      PC <= 14'd0;
      A <= 32'd0;
      IW <= 32'd0;
      intr <= 1'b0;
      isr <= 1'b0;
    end else begin
      st <= stN;
      PC <= PCN;
      A <= AN;
      IW <= IWN;
      intr <= intrN;
      isr <= isrN;
    end
  end
  always @* begin
    stN = 3'bxxx;
    addr_toRAM = 14'd0;
    data_toRAM = 32'd0;
    AN = 32'd0;
    PCN = PC;
    wrEn = 1'b0;
    IWN = IW;
    intrN = (interrupt && intr == 1'b0) ? 1'b1 : intr;
    isrN = isr;
    case (st)
      3'b000: begin
        addr_toRAM = PC;  
        stN = 3'b001;
      end
      3'b001: begin
        IWN = data_fromRAM;
        if ((data_fromRAM[31:30] == 2'b00) || (data_fromRAM[31:29] == 3'b110)) begin  
          addr_toRAM = data_fromRAM[27:14];  
          stN = 3'b010;
        end
      end
      3'b010: begin
        if ((IW[31:28] == 4'b1100) || (IW[31:28] == 4'b0000) || (IW[31:28] == 4'b0010)) begin  
          AN = data_fromRAM;
          addr_toRAM = IW[13:0];
          stN = 3'b011;
        end
        if (IW[31:28] == 4'b0001) begin  
          data_toRAM = data_fromRAM + IW[13:0];  
          addr_toRAM = IW[27:14];
          wrEn = 1'b1;
          PCN = PC + 14'd1;
          if (intr == 1'b1 && isr != 1'b1)   
            stN = 3'h4;
          else
            stN = 3'h0;
        end
        if (IW[31:28] == 4'b0011) begin  
          data_toRAM = ~(data_fromRAM & IW[13:0]);  
          addr_toRAM = IW[27:14];
          wrEn = 1'b1;
          PCN = PC + 14'd1;
          if (intr == 1'b1 && isr != 1'b1)   
            stN = 3'h4;
          else
            stN = 3'h0;
        end
        if (IW[31:28] == 4'b1101) begin  
          PCN = data_fromRAM[13:0] + IW[13:0];  
          if (intr == 1'b1 && isr != 1'b1)   
            stN = 3'h4;
          else
            stN = 3'h0;
        end
      end
      3'b011: begin
        if (IW[31:28] == 4'b0000) begin  
          addr_toRAM = IW[27:14];
          data_toRAM = A + data_fromRAM;
          wrEn = 1'b1;  
          PCN = PC + 14'd1;
          if (intr == 1'b1 && isr != 1'b1)   
            stN = 3'h4;
          else
            stN = 3'h0;
        end
        if (IW[31:28] == 4'b0010) begin  
          addr_toRAM = IW[27:14];
          data_toRAM = ~(A & data_fromRAM);
          wrEn = 1'b1;  
          PCN = PC + 14'd1;
          if (intr == 1'b1 && isr != 1'b1)   
            stN = 3'h4;
          else
            stN = 3'h0;
        end
        if (IW[31:28] == 4'b1100) begin  
          if (data_fromRAM == 32'd0) 
            PCN = A[13:0];
          else
            PCN = PC + 14'd1;
          if (IW[27:14] == 14'h0006) begin  
            intrN = 1'b0;
            isrN = 1'b0;
          end
          if (intr == 1'b1 && isr != 1'b1)   
            stN = 3'h4;
          else
            stN = 3'h0;
        end
      end
      3'b100: begin  
        wrEn = 1'b0;
        addr_toRAM = 32'h5;  
        stN = 3'h5;
        isrN = 1'b1;
      end
      3'b101: begin  
        wrEn = 1'b1;
        data_toRAM = PC;
        addr_toRAM = 32'h6;  
        PCN = data_fromRAM[13:0];
        stN = 3'h0;
      end
      3'b110: begin
        addr_toRAM = PC;
        stN = 3'h111;
      end
      3'b111: begin
        IWN = data_fromRAM;
        if ((data_fromRAM[31:28] == 4'b0010) && (data_fromRAM[27:14] == 14'd1)) begin
          addr_toRAM = 32'd0;
          stN = 3'h1000;
        end
        if (data_fromRAM[31:28] == 4'b0001) begin
          addr_toRAM = 32'd0;
          stN = 3'h1001;
        end
        if ((data_fromRAM[31:30] == 2'b00) || (data_fromRAM[31:29] == 3'b110))  begin  
          addr_toRAM = data_fromRAM[27:14];  
          stN = 3'b010; 
        end
      end
      3'b1000: begin 
        A = A - data_fromRAM;
        PCN = PC + 14'd1;
        addr_toRAM = 32'd0;
        stN = 3'h1010;
      end
      3'b1001: begin 
        A = A + data_fromRAM;
        PCN = PC + 14'd1;
        addr_toRAM = 32'd0;
        stN = 3'h1010;
      end
      3'b1010: begin 
        addr_toRAM = 32'd0;
        data_toRAM = A;
        wrEn = 1'b1;
        PCN = PC + 14'd1;
        if (intr == 1'b1 && isr != 1'b1)  
          stN = 3'h4;
        else
          stN = 3'h0;
      end
    endcase
  end
endmodule
[/design/flow/constraint.sdc]
current_design VerySimpleCPU

set clk_period 18.2
set clk_io_pct 0.2

create_clock -name clk0 -period $clk_period [get_ports {clk}]

set non_clock_inputs [all_inputs -no_clocks]
set_input_delay [expr $clk_period * $clk_io_pct] -clock clk0 $non_clock_inputs
set_output_delay [expr $clk_period * $clk_io_pct] -clock clk0 [all_outputs]
[/design/flow/run.sh]
#!/bin/bash
# OpenROAD 26Q1-2900-gdf79404cd8, Yosys 0.63+post, stock flow scripts
make -C /OpenROAD-flow-scripts/flow DESIGN_CONFIG=/design/flow/config.mk WORK_HOME=/design/flow/orfs finish
==> run summary <==
Async S/R FF share, synth - 0%
Slowest-stage cell, CP - clkdlybuf4s50_1
Instance tally after logic synthesis - 687
First-pass GRT wire length - 28800 um
Vias in the first global route - 4995
Routability Congestion - 0.934
Core Rows - 45
Post-synth EDFFs - 0
Peak supply drop - 39.3 uV
Resized cells post-CTS - 0
Synth top area cells - dfxtp_1, nand2_1, a21oi_1
Clock Sinks - 54
Clk ins delay skew pair - 0.30 ns
Worst path cell trace - clkdlybuf4s50_1, ha_1, inv_1, fa_1, nor2b_1, o21ai_0, a21oi_1, a221oi_4, o31a_1, o31a_1, clkdlybuf4s50_1
Initial antenna violation count - 0
Worst r2r dst - PC[4]
Pwr Density - 57.8 nW/um2
Switching Share - 35.0%
Simple share - 32.2%
Cycle use final - 57.2%
P_int - 0.000222 W
Clock power share - 30.8%
Flop2flop setup slack - 15.63 ns
Register share of total power - 38.9%
Inserted Clock Buffers - 5
I/O Pins - 82
Switch Pwr - 0.000120 W
CP Class - primary input to output pin
Critical path's largest stage delay - 0.51 ns
H-tree depth - 2
CTS tree - done
Post-Synth AOI/OAI Area - 31.1%
Die ar. - 16500 um2
Log Warnings - 25
Min Tclk post-route - 10.41 ns
Status - finished, final reports clean
Setup TNS - 0 ns
Total Wirelength - 18600 um
Worst-Margin Slew - 0.826 ns
Clock Pin Slew Worst Setup and Hold Paths - 0.08 ns
Final routed DRC violation total - 0
CP top delay family - AND-OR/OR-AND gates
Largest area contributor in the netlist - dfxtp_1
Max frequency - 96.1 MHz
Worst Path Arrival - 6.77 ns
Reg-to-reg critical path startpoint - IW[29]
Overflow after GRT - 0
Top sig layer - met4
Die Wd - 128 um
CP Max Fanout - 9
HPWL after DPL - 13500 um
Slew HR - 44.5%
Worst Hold Depth - 2
Fa+ha+maj area frac - 4.33%
Flops after synth - 54
Hold Startpoint - IW[20]
Final ANT Viol Nets - 0
Initial DRC Count - 657
Root Buffer - clkbuf_16
Max-Cap Viols - 0
Slew Viols, Final - 0
Via density - 5.88
HP Class - register to register
CP Data Required Time - 14.56 ns
Largest logic family - simple AND/OR/NAND/NOR gates
Combinational Power Share - 30.2%
Min Hold Slack - 0.477 ns
Post-CTS Hold Buffers - 0
Postcts setup bufs - 0
Ys cells - 687
Met1 WL - 8490 um
Syn. warnings - 73
Routed via count - 5584
WL/cell - 19.6 um
Initial DRT Pass Iterations - 6
Die H - 128 um
Dominant cell area share - 22.5%
Most frequent cell after synthesis - nand2_1
Largest net degree at the start of global routing - 51
Layout Area Growth over Synthesis - 23.1%
Endpoint, Worst Hold - IW[20]
WP buf/inv - 3
Met3 WL - 1630 um
Hold Vio Cnt, Final - 0
Post-synth mux share - 2.30%
RSZ-0062 raised after global routing - false
Distinct lib cells - 77
Final setup fails - 0
XOR/XNOR Fraction of Synth Area - 2.01%
Ys flop type - dfxtp_1
Post-synthesis sequential area ratio - 22.5%
Synth cell count leaders - nand2_1, a21oi_1, dfxtp_1, nor2_1, clkbuf_1
Gr usage total - 23.1%
Syn Area/Cell - 6.98 um2
Synth Cell Area - 4800 um2
Worst Skew - 0.00469 ns
Max clock buf depth - 2
Yosys stat chip area - 4800 um2
Share of post-route cells with drive strength above 1 - 5.56%
FP Util - 31.1%
Startpoint types - primary input
Crit end category - output pin
Core Area - 15400 um2
Antenna diodes - 0
Pleak - 2.19 nW
Worst R2R Path Depth - 8
Wire length on met2 - 7910 um
Port bufs - 81
power groups by stage:
stage	logic [W]	clock network (W)	registers [W]
6_report	0.000103	0.000105	0.000133
5_1_grt	0.000113	0.000112	0.000134
4_1_cts	0.000102	0.000107	0.000133
layout by cell type (no fill, tap or decap), types with 4 or more instances in the layout:
master / n
nor4_1: 9
dfxtp_1: 54
xor2_1: 8
o311ai_0: 5
clkdlybuf4s50_1: 80
nor3_1: 25
o31ai_1: 6
a221o_1: 5
a211oi_1: 7
nor2_1: 40
o211ai_1: 5
ha_1: 15
a31oi_1: 7
a221oi_1: 5
a32oi_1: 4
nand3_1: 25
buf_4: 13
inv_1: 12
a21oi_1: 69
clkbuf_16: 5
nand2b_1: 5
o21ai_0: 28
a222oi_1: 11
and2_1: 7
a22oi_1: 6
o31a_1: 6
nand2_1: 142
nor2b_1: 8
o21a_1: 11
nand4_1: 8
or3_1: 8
mux2i_1: 11
and3_1: 14
or2_2: 6
state kept, by name (all words and copies together) (netlist names):
name / flops
IW: 32
PC: 14
intr: 1
isr: 1
st: 6
worst max-delay path by stage:
| stage | to | startpoint | cells after the start |
|---|---|---|---|
| finish | data_toRAM[28] | data_fromRAM[0] | 11 |
| global route | data_toRAM[28] | data_fromRAM[0] | 11 |
| CTS | data_toRAM[28] | data_fromRAM[0] | 11 |
layer usage:
layer	GRT usage [%]	vias to the layer above
met4	5.67	0
li1	-	2665
met1	35.7	2605
met2	34.0	277
met5	0	-
met3	3.52	37
logic make-up (layout without fill, tap and decap cells):
family / Yosys count / count (layout)
DFF: 54 / 54
xor gates and xnor gates: 11 / 11
muxes: 11 / 11
buffers and inverters: 63 / 114
adders and majority gates: 16 / 16
and+or+nand+nor: 319 / 319
AOI/OAI and AO/OA: 213 / 213
worst register-to-register path: stages, from the launching register on:
cell	delay, ns
dfxtp_1	0.31
buf_4	0.27
nand4b_1	0.41
a21oi_1	0.62
buf_4	0.31
a41o_1	0.11
a21oi_1	0.07
a221oi_1	0.25
nor3_1	0.08
metrics by stage:
stage               cell area (um2)  util [%]  power, W  setup WS [ns]  instances
floorplan                      4800         -  0.000193           9.08        687
global placement               5750      37.3  0.000237           7.85        941
detailed placement             5750      37.3  0.000237           7.83        941
CTS                            5910      38.3  0.000342           7.80        949
global route                   5910      38.3  0.000358           7.64        949
finish                         5910      38.3  0.000341           7.79        949
area by class of cell:
cell class | count | area, um2
inverter | 12 | 45.0
multi-input combinational | 570 | 3460
clock buffer | 5 | 125
clock inverter | 3 | 28.8
tap | 211 | 264
fill | 1634 | 9520
timing repair buffer | 94 | 903
sequential | 54 | 1080
Power is estimated from default activity; no workload was simulated.
